==> design.v <==
module npc(NPC,PC,immi16,target,Branch,Jump,Zero);
	input [31:0] PC;
	input [15:0] immi16;
	input [25:0] target;
	input Branch;
	input Jump;
	input Zero;
	output reg[31:0]NPC;
	wire [31:0] PC_plus_4;
	wire [31:0] PC_branch;
	wire [31:0] PC_jump;
	assign PC_plus_4 = PC + 4;
	assign PC_branch = PC + 4 + {{14{immi16[15]}}, immi16[15:0],2'b00};
	assign PC_jump = {PC[31:28],target[25:0],2'b00};
	always @(PC or immi16 or Branch or Jump or Zero)
	begin
		if(Jump == 1)
			NPC <= PC_jump;
		else if(Branch == 1 && Zero == 1)
			NPC <= PC_branch;
		else 
			NPC <= PC_plus_4;
	end
endmodule
==> run.sh <==
#!/bin/bash
# OpenROAD 26Q1-2900-gdf79404cd8, Yosys 0.63+post, stock flow scripts
make -C /OpenROAD-flow-scripts/flow DESIGN_CONFIG=/design/flow/config.mk WORK_HOME=/design/flow/orfs finish
==> config.mk <==
export PLATFORM = sky130hd
export DESIGN_NAME = npc
export DESIGN_NICKNAME = npc
export VERILOG_FILES = /design/flow/design.v
export SDC_FILE = /design/flow/constraint.sdc
export NUM_CORES = 4
export LEC_CHECK = 1
export CORE_UTILIZATION = 50
==> constraint.sdc <==
current_design npc

set clk_period 17.1
set clk_io_pct 0.2

create_clock -name clk0 -period $clk_period

set non_clock_inputs [all_inputs -no_clocks]
set_input_delay [expr $clk_period * $clk_io_pct] -clock clk0 $non_clock_inputs
set_output_delay [expr $clk_period * $clk_io_pct] -clock clk0 [all_outputs]
==> job_summary.md <==
## PnR job results

| Metric | Value |
|---|---|
| Status | `complete, no violations` |
| Inst Count DP | `just under 600` |
| # Cells Yosys | `430` |
| Simple-Gate Fraction of Synth Area | `27.56%` |
| DRT iter0 DRCs | `between 200 and 250` |
| Routability cong. | `~0.98` |
| DIE AREA | `6045 um^2` |
| Largest net degree at the start of global routing | `27` |
| Design area | `about 4000 um^2` |
| Power per Cell Area | `roughly 31 nW/um^2` |
| Max-cap viol count | `0` |
| Post-DR vias/cell | `a little under 6` |
| Cell Chain, Critical Path | `clkdlybuf4s50_1, nand3_1, nor4_1, and2_1, nand4_1, nor2_1, and4_1, xnor2_1, ha_1, a21oi_1, a21boi_1, o21ai_0, nor3_1, o211a_1, o31a_1, or4_4, a21oi_2, xor2_1, clkdlybuf4s50_1` |
| Routed len/inst | `around 15 um` |
| Post-CTS Setup Bufs | `0` |
| Yosys adder share | `about 17%` |
| Drt pass-1 iters | `4` |
| Critical path endpoint category | `primary output` |
| Register area | `0 um^2` |
| Rows | `27` |
| Delay-heaviest family, CP | `simple AND/OR/NAND/NOR gates` |
| Initial Utilization | `between 50 and 60%` |
| Final Util | `between 70% and 80%` |
| Fmax | `roughly 85 MHz` |
| Yosys chip area | `about 2900 um^2` |
| Met3 usage | `under 10%` |
| CP Max Fanout | `7` |
| Busiest grt layer | `met1` |
| Routed WL | `roughly 8800 um` |
| CP most frequent cell | `clkdlybuf4s50_1` |
| Sequential share of the synthesized area | `0%` |
| Final setup vio count | `0` |
| Die width | `77.75 um` |
| Post-Synth AOI/OAI Area | `a little under a third` |
| Met1 Use GR | `47.46%` |
| Max incr delay on CP | `0.57 ns` |
| Hpwl dp | `7148 um` |
| Slowest-stage cell, CP | `clkdlybuf4s50_1` |
| Hold-fix buffers, CTS | `0` |
| Critical path buffers and inverters | `2` |
| First-pass GRT wire length | `14390 um` |
| Crit path time final | `roughly 12 ns` |
| Leakage power | `approximately 1.7 nW` |
| Global-route met2 utilization | `44.16%` |
| Average cell area after synthesis | `around 6.7 um^2` |
| Post-synth cell types | `between 50 and 60` |
| Worst slew margin | `between 40% and 50%` |
| Clkbuf count | `0` |
| Xor/xnor share | `approximately 15%` |
| Vias in the first global route | `about 3100` |
| Synth warn | `1` |
| Antenna Nets Post-Route | `0` |
| Non-Filler Instances | `between 500 and 600` |
| Tool Warnings | `~40` |
| Final Hold Violating Endpoints | `0` |
| RSZ-0062 raised after global routing | `false` |
| Worst vdd ir | `between 0.000015 and 0.00002 V` |
| Antenna violations before repair | `0` |
| Worst EP arrival | `slightly above 8 ns` |
| All-layer global routing usage | `between 20% and 30%` |
| Class of the tightest hold or removal check | `in2out` |
| Mapped Cells | `between 400 and 500` |
| Height of the chip | `around 78 um` |
| Main logic family | `AND-OR/OR-AND gates` |
| Final max-slew violation count | `0` |
| Area Overhead vs Synth | `39.51%` |
| Worst Path Required | `13.68 ns` |
| DRC Markers | `0` |
| Layout cell share with drive strength beyond 1 | `under 10%` |
| Startpoint types | `input port` |
| TNS Setup | `0 ns` |
| Critical path class | `in2out` |
| Overflow after GRT | `0` |
| Port bufs | `about 110` |
| Multiplexer share | `4.536%` |
| Quantity of gates resized following cts | `0` |
| Via count | `roughly 3500` |
| Slew @ Worst Pin | `a little under 0.9 ns` |
| Flops | `0` |
| Antenna Cells | `0` |
| Fin crit share | `between 60% and 70%` |
| Fillers | `about 480` |
| Io pins | `109` |
| Core area | `between 5000 and 6000 um^2` |
| Post-synthesis cell area | `~2900 um^2` |
| Placed cell areas | `4003 um^2` |
==> logic make-up after synthesis <==
family,count (synthesis)
and+or+nand+nor,157
AOI/OAI and AO/OA,142
xor gates and xnor gates,48
adders and majority gates,38
buffers and inverters,33
muxes,12
==> final timing paths <==
kind / slack (ns) / cells after the start / endpoint / start
worst min-delay path: 7.73 / 4 / NPC[15] / target[13]
worst max-delay path: 5.38 / 19 / NPC[31] / PC[4]
==> routing by layer <==
layer	share of wire [%]	routed length, um
met2	41	3586
met4	1.2	108
met1	50	4408
met5	0	0
met3	8.3	732
==> per-stage QoR <==
| stage | hold WS (ns) | setup slack [ns] | power, mW |
|---|---|---|---|
| 2_1_floorplan | 6.869 | 7.004 | 0.07115 |
| 3_3_place_gp | 7.728 | 5.556 | 0.1205 |
| 3_5_place_dp | 7.732 | 5.421 | 0.1206 |
| 4_1_cts | 7.741 | 5.416 | 0.1217 |
| 5_1_grt | 7.776 | 4.972 | 0.1355 |
| 6_report | 7.734 | 5.379 | 0.1228 |
==> cells in the mapped netlist (5+ instances only) <==
cell	instances	share of area [%]
a31oi_1	5	1.1
nand3_1	14	2.4
nor2b_1	7	1.5
a21o_1	18	4.7
and3_1	7	1.5
mux2_2	8	3.1
o21bai_1	5	1.3
o21ai_0	27	4.7
clkbuf_1	16	2.1
nor3_1	8	1.4
o21a_1	7	1.8
inv_1	13	1.7
o221a_2	5	2.0
xnor2_1	31	9.5
nor2_1	36	4.7
a21oi_1	46	8.0
xor2_1	17	5.2
ha_1	37	16
nand2_1	47	6.1
nand4_1	15	3.3
==> where the power goes <==
part           leakage, nW  internal (mW)  switching, mW
clock network            0              0              0
logic                 1.66         0.0656         0.0572
registers                0              0              0
==> final cells by class <==
class              instances  area [um^2]  area share [%]
inverters                 13        48.80           1.219
multi-input cells        397         2735           68.33
well taps                 72        90.09           2.251
repair buffers           114         1129           28.20
==> cells in the final DEF, fill, tap and decap left out, types with 3 or more instances in the layout <==
cell type / netlist / final
o21ai_0: 27 / 27
o211ai_1: 4 / 4
o221a_2: 5 / 5
nand2_1: 47 / 47
xor2_1: 17 / 17
nand2b_1: 3 / 3
nor3_1: 8 / 8
o31ai_1: 3 / 3
a31oi_1: 5 / 5
xnor2_1: 31 / 31
o21bai_1: 5 / 5
o21a_1: 7 / 7
a21o_1: 18 / 18
nor2_1: 36 / 36
mux2i_1: 4 / 4
inv_1: 13 / 13
nand3_1: 14 / 14
mux2_2: 8 / 8
nand4_1: 15 / 15
o22ai_1: 4 / 4
or2_2: 3 / 3
nor2b_1: 7 / 7
and3_1: 7 / 7
and2_1: 3 / 3
clkdlybuf4s50_1: 0 / 109
buf_4: 0 / 5
nor4_1: 4 / 4
ha_1: 37 / 37
a21oi_1: 46 / 46
Power and IR drop assume default switching activity.
