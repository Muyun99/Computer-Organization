$ cat design/flow/constraint.sdc
current_design ALU

set clk_period 36.5
set clk_io_pct 0.2

create_clock -name clk0 -period $clk_period

set non_clock_inputs [all_inputs -no_clocks]
set_input_delay [expr $clk_period * $clk_io_pct] -clock clk0 $non_clock_inputs
set_output_delay [expr $clk_period * $clk_io_pct] -clock clk0 [all_outputs]
$ cat design/flow/run.sh
#!/bin/bash
# OpenROAD 26Q1-2900-gdf79404cd8, Yosys 0.63+post, stock flow scripts
make -C /OpenROAD-flow-scripts/flow DESIGN_CONFIG=/design/flow/config.mk WORK_HOME=/design/flow/orfs finish
$ cat design/flow/design.v
module ALU(ALUctr,busA,busB,ALUresult,Zero);
	input [2:0] ALUctr;
	input [31:0] busA;
	input [31:0] busB;
	output reg[31:0]ALUresult;
	output reg Zero;
	always @(ALUctr or busA or busB)
	begin
		case(ALUctr)
			3'b000:ALUresult = busA + busB; 
			3'b001:ALUresult = busA + busB; 
			3'b010:ALUresult = busA - busB; 
			3'b011:ALUresult = busA - busB; 
			3'b100:ALUresult = busA | busB; 
			3'b101:;
			3'b110:;
			3'b111:;
		endcase
		if(ALUresult==0) 
			Zero = 1;
		else 
			Zero = 0;
	end
endmodule
$ cat design/flow/config.mk
export PLATFORM = sky130hd
export DESIGN_NAME = ALU
export DESIGN_NICKNAME = ALU
export VERILOG_FILES = /design/flow/design.v
export SDC_FILE = /design/flow/constraint.sdc
export NUM_CORES = 4
export LEC_CHECK = 1
export CORE_UTILIZATION = 40
==> notes.md <==
The full implementation flow was run.

The flow ran to the end, and the final reports show no timing, DRC or antenna violations. The number of design rule violations left after detail routing stands at 0. The power density over the cells stands at 21.32 mW/mm^2.

After filler insertion, the fill cell instance count of the layout stands at 871. The count of input and output buffers stands at 100. Per the post-route antenna check, the number of violating nets is 0. The number of hold violations in the final report stands at 0.

The post-synthesis mux area share stands at 0.8054%. The cell sequence reported for the critical path is clkdlybuf4s50_1 > or3_1 > nor3_1 > nand2b_1 > nor2_1 > nand2_1 > nor2_1 > a21oi_1 > xnor2_1 > ha_1 > a21oi_1 > o21ai_1 > or3_1 > or3_1 > o211a_1 > o21bai_1 > nor4_1 > or4b_1 > nor4_1 > nor4bb_4 > clkdlybuf4s50_1. The proportion of synthesized flip-flops having asynchronous set or reset stands at 0%. Per the post-synthesis stats, the area per cell is 7.102 um^2. For this run the aggregate overflow at the end of global routing stands at 0. The fraction of post-synthesis cell area in the top cell type by area stands at 12.89%.

The final setup TNS stands at 0 ns. Setup repair after global routing left no endpoint under its margin. The post-synthesis instance area stands at 0.003729 mm^2. The post-placement worst setup slack stands at 16.05 ns. The synthesized netlist cell count stands at 525. The xor/xnor cell area share of the yosys netlist stands at 11.01%. The number of warning messages in the logs stands at 33. On the worst path, the slowest cell contributes a delay of 0.52 ns.

The number of enable flip-flop cells stands at 0. The yosys cell count stands at 525. The starting DRC count in detailed routing stands at 229. After clock tree synthesis, the repair step resized 0 gates. The total area inside the core boundary comes to 0.008891 mm^2. The number of antenna violations at the first check in global routing stands at 0. Pins over their slew limit in the final report were tallied at 0.

Per the OpenROAD floorplan log, the height of the die is 98.55 um. The horizontal die size stands at 98.55 um. Dividing the final minimum period by the clock period gives 56.07%. The pre-antenna-repair detailed-routing pass consisted of 16 iterations. The area growth from synthesis to layout stands at 29.03%. The via count of the first global-routing pass was 3751. After Yosys synthesis, and, or, nand and nor cells account for 25.77% of the synthesized area. Row generation in the floorplan step produced 34 rows.

The half-perimeter wire length of the detailed placement result stands at 9757 um. Derived from the worst setup path, the maximum achievable clock frequency is 0.04886 GHz. The headroom to the max-slew limit stands at 53.59%.

The count of yosys warnings during synthesis stands at 1. The cell that appears most often on the critical path is sky130_fd_sc_hd__or3_1. The final worst slack stands at 16.03 ns.

Routability-driven placement finished with a final weighted congestion of 0.9423. The path class of the tightest hold or removal check is in2out. STA classifies the critical path startpoint as an input port. The utilization after layout stands at 54.11%. The total vias in the final route stands at 4198. The commonest cells after synthesis are 54 x sky130_fd_sc_hd__a21oi_1, 43 x sky130_fd_sc_hd__nor2_1, 38 x sky130_fd_sc_hd__nand2_1.

Per the detail_route report, routed wire per instance is 16.72 um. Per the run summary, max-cap violations total 0. Once the clock tree was built, the setup fixing pass inserted 0 buffers. For this run, the chip area from Yosys synthesis comes to 0.003729 mm^2. The number of buffers and inverters on the critical path is 2. The critical path in this run is classified as in2out. The worst setup path is captured at a primary output. The share of synthesized cell area in and-or and or-and compound cells stands at 32.68%.

The most used flip-flop cell after synthesis is sky130_fd_sc_hd__dlxtn_1. The maximum number of pins on one net before global-route repair stands at 47. The static power due to leakage stands at 1.981 nW. The register with the most flip-flops in the layout has 32 of them. The via count normalized by instance count stands at 5.863. The report puts the hold buffer count at CTS at 0. In the post-synthesis netlist, the biggest area contributors are sky130_fd_sc_hd__dlxtn_1 13%, sky130_fd_sc_hd__ha_1 11%, sky130_fd_sc_hd__xnor2_1 7.8%. Counting flops and latches in the post-synthesis netlist gives 32. The number of register pins that no clock reaches stands at 32. The OpenROAD report gives the critical path a required time of 29.20 ns. The number of diodes added for antenna fixing stands at 0. The initial standard-cell utilization of the core stands at 41.94%. Looking at the gate-level netlist, the highest instance count belongs to sky130_fd_sc_hd__a21oi_1.

The count of endpoints without a timing constraint stands at 64. The die covers 0.009711 mm^2. The data arrival time reported for the critical path is 13.17 ns. The last timing report of the flow puts the setup violation total at 0. Among the non-sequential cells, AND-OR/OR-AND gates take the most area.

The total wire length after detailed routing stands at 11970 um. The slowest stage of the critical path belongs to the cell sky130_fd_sc_hd__or4b_1. At the pin with the least slew margin, the transition time is 0.6910 ns. Per the timing report, the biggest fanout along the worst path comes to 7.

100 I/O pins were placed. The global-route usage over all layers stands at 24.69%. Looking at area per cell type in the netlist, the leader is sky130_fd_sc_hd__dlxtn_1. The cell family contributing the most delay on the critical path is simple AND/OR/NAND/NOR gates.

The post-route netlist has 3.618% of its cells at a drive strength greater than 1. The count of different cell masters after synthesis stands at 73. The first-pass GRT wire length stands at 19160 um. Per the synthesis report, the adder-cell share of the synthesized area is 11.61%. Per the power-grid run, VDD falls by no more than 0.009274 mV. The minimum period implied by the final worst setup slack stands at 20.47 ns.
[layout make-up]
cell class / count / area (um^2) / area share, %
tap: 108 / 135.1 / 2.809
multi-input combinational: 444 / 3059 / 63.59
timing repair buffer: 104 / 1031 / 21.43
inverter: 28 / 105.1 / 2.185
sequential: 32 / 480.5 / 9.987
[layout by cell type, fill, tap and decap left out, drive strengths merged, types with 7 or more instances in the layout]
master / Yosys / routed
clkdlybuf4s50: 0 / 100
a21oi: 54 / 54
nor2: 43 / 43
o21ai: 43 / 43
nand2: 38 / 38
xnor2: 34 / 34
ha: 33 / 33
dlxtn: 32 / 32
inv: 28 / 28
nor3: 24 / 24
o31ai: 13 / 13
xor2: 12 / 12
or3: 12 / 12
nand3: 10 / 10
a31oi: 8 / 8
a21o: 8 / 8
o21bai: 8 / 8
nor4: 8 / 8
o21a: 7 / 7
[power by group]
part / switching [mW] / internal [mW] / leakage, nW
Sequential: 0.00110 / 0.00761 / 0.260
Clock: 0 / 0 / 0
Combinational: 0.0507 / 0.0432 / 1.72
Total: 0.0518 / 0.0508 / 1.98
[path summary, 6_finish.rpt]
| path | from | end | cells past startpoint |
|---|---|---|---|
| max | busB[4] | Zero | 21 |
| min | busA[28] | Zero | 6 |
[cells by family after synthesis]
group / after synthesis
AOI/OAI and AO/OA: 185
xor gates and xnor gates: 46
adders and majority gates: 34
buffers and inverters: 49
latches: 32
muxes: 3
and+or+nand+nor: 176
[per-layer routing]
| metal | GRT usage (%) | part of all wire (%) |
|---|---|---|
| met5 | 0 | 0 |
| met4 | 0.8037 | 0.31 |
| met3 | 0.7937 | 3.8 |
| met2 | 39.54 | 44 |
| met1 | 39.34 | 51 |
[through the flow]
step | cells | power (mW) | hold WS [ns] | cell area [um^2]
after global placement | 716 | 0.1015 | 15.82 | 4811
after floorplan | 525 | 0.06814 | 14.86 | 3729
after detailed placement | 716 | 0.1014 | 15.83 | 4811
after global routing | 716 | 0.1129 | 15.90 | 4811
final | 716 | 0.1026 | 15.83 | 4811
after CTS | 716 | 0.1021 | 15.84 | 4811
Power figures rest on the tool's default switching activity, not on a simulated workload.
