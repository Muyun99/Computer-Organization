**/design/flow/run.sh**
```bash
#!/bin/bash
# OpenROAD 26Q1-2900-gdf79404cd8, Yosys 0.63+post, stock flow scripts
make -C /OpenROAD-flow-scripts/flow DESIGN_CONFIG=/design/flow/config.mk WORK_HOME=/design/flow/orfs finish
```
**/design/flow/config.mk**
```make
export PLATFORM = sky130hd
export DESIGN_NAME = REG
export DESIGN_NICKNAME = REG
export VERILOG_FILES = /design/flow/design.v
export SDC_FILE = /design/flow/constraint.sdc
export NUM_CORES = 4
export LEC_CHECK = 1
export CORE_UTILIZATION = 30
```
**/design/flow/constraint.sdc**
```tcl
current_design REG

set clk_period 5.9
set clk_io_pct 0.2

create_clock -name clk0 -period $clk_period [get_ports {clk}]

set non_clock_inputs [all_inputs -no_clocks]
set_input_delay [expr $clk_period * $clk_io_pct] -clock clk0 $non_clock_inputs
set_output_delay [expr $clk_period * $clk_io_pct] -clock clk0 [all_outputs]
```
**/design/flow/design.v**
```verilog
module REG(Rs,Rt,Rw,RegWr,clk,busA,busB,busW);
	input [4:0] Rs;
	input [4:0] Rt;
	input [4:0] Rw;
	input [31:0] busW;
	input clk;
	input RegWr;
	output [31:0] busA;
	output [31:0] busB;
	reg [31:0] register [31:0];
	integer i;
	initial 
	begin
		for(i = 0;i < 32;i = i + 1)
			register[i] = 32'h00000000;
	end
	assign busA = register[Rs];
	assign busB = register[Rt];
	always @(posedge clk)
	begin
		if((busW != 0) && (RegWr == 1))
			register[Rw] = busW;
	end
endmodule
```
==> flow_metrics.env <==
# yosys + openroad results
export IMPL_drc=0
export IMPL_die_area_sq_mm=0.1645
export IMPL_dieHeight_um=405.6
export IMPL_die_size_x_um=405.6
export IMPL_drv_cap=0
export IMPL_leakage_nw=20.49
export IMPL_fp_util=0.3033
export IMPL_hold_violations=0
export IMPL_drt_wirelength_per_cell_um=27.53
export IMPL_worstMarginPinSlew_ns=0.9113
export IMPL_rsz0062_at_grt="no"
export IMPL_crit_family="buffers and inverters"
export IMPL_log_warning_count=26
export IMPL_hold_buffers=0
export IMPL_first_pass_iters=5
export IMPL_numPortBuffers=112
export IMPL_regArea_sq_mm=0.03075
export IMPL_grt_pass1_wl_um=226300
export IMPL_ios=113
export IMPL_period_minus_slack_ns=5.218
export IMPL_finalInstanceArea_sq_mm=0.05685
export IMPL_combGateArea_sq_mm=0.01686
export IMPL_hp_class="in2reg"
export IMPL_crit_type="in2out"
export IMPL_clkSinkCount=1024
export IMPL_postCtsSetupRepairBufs=0
export IMPL_cpPeakStageDelay_ns=0.70
export IMPL_ys_seq_share=0.6293
export IMPL_cp_num_buf_inv=4
export IMPL_flop_cell="edfxtp_1"
export IMPL_post_route_period_util=0.8845
export IMPL_grt_usage=0.2035
export IMPL_worst_setup_path_start_kind="input pin"
export IMPL_common_cells="edfxtp_1, mux2i_1, nand2_1, nand3_1"
export IMPL_grt_pass1_vias=32350
export IMPL_synth_cell_types=28
export IMPL_path_cells="clkdlybuf4s50_1, nor2b_4, buf_12, buf_4, nand2_1, a31oi_1, nand3_1, clkdlybuf4s50_1"
export IMPL_relSlewSlack=0.3910
export IMPL_drive_above_1_share=0.1018
export IMPL_cp_common_cell="clkdlybuf4s50_1"
export IMPL_num_antenna_cells=0
export IMPL_crit_fanout=18
export IMPL_avgViaCountPerCell=5.385
export IMPL_yosys_register_bits=1024
export IMPL_rows=147
export IMPL_worst_ir_drop_vdd_v=0.0002516
export IMPL_yosysTopAreaCell="edfxtp_1"
export IMPL_outcome="complete, no violations"
export IMPL_finalSetupTns_ns=0
export IMPL_syn_avg_cell_area_sq_um=14.38
export IMPL_slew_viol_final=0
export IMPL_htree_levels=3
export IMPL_core_sq_mm=0.1611
export IMPL_largest_reg_flops=1024
export IMPL_fill_cells=15202
export IMPL_cts_tree="done"
export IMPL_grt_ovfl_total=0
export IMPL_synth_edff_count=1024
export IMPL_required_ns=4.72
export IMPL_routabilityCongestion=0.8666
export IMPL_first_iter_violations=2176
export IMPL_syn_instance_count=3398
export IMPL_wl_um=159300
export IMPL_setup_viol=0
export IMPL_cts_path_max_buffers=3
export IMPL_critPathCaptureType="output pin"
export IMPL_antenna_found_initial=17
export IMPL_numCtsBuffers=100
export IMPL_antenna_left=0
export IMPL_max_freq_ghz=0.1916
export IMPL_power_density_mw_per_mm2=277.1
export IMPL_area_leaders="edfxtp_1, mux2i_1, a22oi_1"
export IMPL_yosys_area_sq_mm=0.04886
export IMPL_place_area_sq_mm=0.05384
export IMPL_cp_arrival_ns=4.04
export IMPL_yosys_stat_cells=3398
export IMPL_crit_slowest_cell="nor2b_4"
export IMPL_num_vias=31155
export IMPL_clk_pin_slew_worst_paths_ns=0.06
export IMPL_cts_resized_gates=0
export IMPL_hpwlAfterDp_um=88630
export IMPL_synthesis_area_sq_mm=0.04886
export IMPL_whs_ns=1.188
export IMPL_top_area_frac=0.6293
export IMPL_area_growth_pct=16.34
export IMPL_async_reset_ff_frac=0
export IMPL_yosysWarnings=1
export IMPL_cts_root_buffer="clkbuf_16"
export IMPL_grt_max_degree=88
[power by group]
part	leakage, nW	internal, W	total, W	switching, W
Sequential	9.22	0.00809	0.00813	0.0000342
Clock	1.46	0.00334	0.00605	0.00271
Combinational	9.80	0.000622	0.00158	0.000954
[cells by family after synthesis]
| family | after synthesis | share of synthesized area |
|---|---|---|
| buffers and inverters | 253 | 0.03203 |
| multiplexers | 1024 | 0.2098 |
| flip-flops | 1024 | 0.6293 |
| AND-OR/OR-AND | 576 | 0.08030 |
| AND/OR/NAND/NOR | 521 | 0.04860 |
[final cells by class]
type	instances	area share
Sequential cell	1024	0.5409
Multi-Input combinational cell	2121	0.2966
Timing Repair Buffer	304	0.06198
Clock inverter	53	0.006977
Tap cell	2160	0.04754
Clock buffer	124	0.04598
[layout by cell type, fill, tap and decap left out, types with 3 or more instances in the layout]
cell type and count:
mux2i_1 1024, edfxtp_1 1024, nand2_1 194, nand3_1 193
a22oi_1 192, a21oi_1 192, a22o_1 128, buf_4 116
clkdlybuf4s50_1 110, clkbuf_16 101, buf_12 76, nor3_1 64
a31oi_1 64, nor2_4 34, clkinv_1 30, clkbuf_1 23
clkinv_2 10, nor4_1 7, bufinv_16 5, nor2b_4 4
nand2b_2 4, nand4_1 3, nand3b_1 3, inv_6 3
[through the flow]
step           total power [W]  instances    util  worst slack, ns
2_1_floorplan         0.009114       3398       -            2.281
3_3_place_gp          0.009847       5609  0.3341           0.6836
3_5_place_dp          0.009854       5609  0.3341           0.6663
4_1_cts                0.01585       5786  0.3528           0.6456
5_1_grt                0.01620       5786  0.3528           0.5951
6_report               0.01575       5786  0.3528           0.6817
[routing by layer]
metal | global-route usage | up-vias | share of wire
met1 | 0.2448 | 15301 | 0.36
li1 | - | 13761 | -
met4 | 0.05588 | 28 | 0.034
met5 | 0.006542 | - | 0.0015
met2 | 0.3038 | 1749 | 0.45
met3 | 0.1328 | 316 | 0.15
[final timing paths]
path                  from               to  slack, ns  cells past startpoint
setup / recovery     Rt[2]         busB[28]       0.68                      8
hold / removal    busW[17]  register[5][17]       1.19                      1
Power and IR drop assume default switching activity.
